==> flow/design.v <==
module tamanho_quadrado(A, B, C, D, E, F, Y);
	input A, B, C, D, E, F;
	output [9:0] Y;
	wire nA, nB, nC, nD, nE, nF;
	not not0(nA, A);
	not not1(nB, B);
	not not2(nC, C);
	not not3(nD, D);
	not not4(nE, E);
	not not5(nF, F);
	and ory0(Y[0], 1'b0, 1'b0);
	and ory1(Y[1], 1'b0, 1'b0);
	wire f1, f2;
	and andy20(f1, A, C);
	and andy21(f2, A, B);
	or ory2(Y[2], f1, f2);
	wire f3, f4, f5, f6, f7, f8;
	and andy30(f3, nA, B, D);
	and andy31(f4, nA, B, C);
	and andy32(f5, A, nB, nC);
	and andy33(f6, nA, B, E, F);
	and andy34(f7, B, C, D, F);
	and andy35(f8, B, C, D, E);
	or ory3(Y[3], f3, f4, f5, f6, f7, f8);
	wire f9, f10, f11, f12, f13, f14, f15, f16, f17, f18;
	and andy40(f9, nA, nB, C);
	and andy41(f10, A, nB, nC);
	and andy42(f11, A, nC, D);
	and andy43(f12, nA, C, D, F);
	and andy44(f13, nA, C, D, E);
	and andy45(f14, A, nC, E, F);
	and andy46(f15, A, B, C, nD);
	and andy47(f16, nA, B, nC, nD, nE);
	and andy48(f17, nA, B, nC, nD, nF);
	and andy49(f18, A, B, D, nE, nF);
	or ory4(Y[4], f9, f10, f11, f12, f13, f14, f15, f16, f17, f18);
	wire f19, f20, f21, f22, f23, f24, f25, f27;
	and andy50(f19, nB, nC, D);
	and andy51(f20, nB, D, F);
	and andy52(f21, nB, D, E);
	and andy53(f22, B, nD, nE);
	and andy54(f23, B, nD, nF);
	and andy55(f24, B, C, nD);
	and andy56(f25, nB, nC, E, F);
	and andy57(f27, B, C, nE, nF);
	or ory5(Y[5], f19, f20,f21, f22, f23, f24, f25, f27);
	wire f28, f29, f30, f31, f32;
	and andy60(f28, nC, nD, nE);
	and andy61(f29, nC, E, nF);
	and andy62(f30, nC, D, F);
	and andy63(f31, C, nD, E, F);
	and andy64(f32, C, D, nE, nF);
	or ory6(Y[6], f28, f29, f30, f31, f32);
	wire f33, f34, f35, f36;
	and andy70(f33, nD, nE, F);
	and andy71(f34, nD, E, nF);
	and andy72(f35, D, nE, nF);
	and andy73(f36, D, E, F);
	or ory7(Y[7], f33, f34, f35, f36);
	or bufy8(Y[8], 1'b0, E);
	not noty9(Y[9], F);
endmodule
==> flow/run.sh <==
#!/bin/bash
# OpenROAD 26Q1-2900-gdf79404cd8, Yosys 0.63+post, stock flow scripts
make -C /OpenROAD-flow-scripts/flow DESIGN_CONFIG=/design/flow/config.mk WORK_HOME=/design/flow/orfs finish
==> flow/config.mk <==
export PLATFORM = sky130hd
export DESIGN_NAME = tamanho_quadrado
export DESIGN_NICKNAME = tamanho_quadrado
export VERILOG_FILES = /design/flow/design.v
export SDC_FILE = /design/flow/constraint.sdc
export NUM_CORES = 4
export LEC_CHECK = 1
export CORE_AREA = 10 10 70 70
export DIE_AREA = 0 0 80 80
==> flow/constraint.sdc <==
current_design tamanho_quadrado

set clk_period 1.2
set clk_io_pct 0.2

create_clock -name clk0 -period $clk_period

set non_clock_inputs [all_inputs -no_clocks]
set_input_delay [expr $clk_period * $clk_io_pct] -clock clk0 $non_clock_inputs
set_output_delay [expr $clk_period * $clk_io_pct] -clock clk0 [all_outputs]
==> run notes <==
Notes on the physical implementation.

- The worst hold path class is in -> out, for reference.
- The count of port buffers added during placement is 14, for reference.
- Per the layout area report, the register area comes to 0 sq um.
- Using the TritonRoute via totals, the vias-per-cell ratio works out to 2.87.
- The share of synthesized cell area in and-or and or-and compound cells is 34.5%, for reference.
- The number of placed cells counting well taps is 96, for reference.
- Total global-route track usage over all layers is 2.24%.
- The total area inside the core boundary comes to 0.00342 sq mm.
- Synthesis instantiated 15 different standard cells from the library.
- The via total after detailed routing is 281, for reference.
- The number of hold buffers added after CTS is 0, for reference.
- The adder and majority gate portion of the synthesized area is 0%, for reference.
- Along the worst path, the maximum fanout reaches 5.
- Yosys reports the multiplexer fraction of the synthesized area as 0%.
- Setup repair after global routing could not meet its margin everywhere.
- The share of the Yosys chip area taken by registers is 0%.
- The global placer's final weighted congestion is 0.762, for reference.
- The floorplan report gives the top-level pin count as 16.
- From bottom edge to top edge, the die measures 80 um.
- Row generation in the floorplan step produced 21 rows.
- The number of sequential cells reported for the layout is 0.
- The count of max-cap constraint violations is 0, for reference.
- The number of global-route vias before repair came to 247.
- The leakage power is 0.212 nW, for reference.
- For this run, design rule violations remaining after detail routing come to 0.
- The final timing report lists a max-slew violation count of 0.
- The first global-routing pass estimated 1.19 mm of wire.
- The worst path in the final design needs a cycle of 1170 ps, including I/O delays and setup.
- STA classifies the critical path endpoint as an output port.
- The startpoint class of the critical path is a primary input, for reference.
- In this run the full chip footprint comes out at 0.00640 sq mm.
- The areal power density over the cells is 359 mW/mm^2, for reference.
- Yosys reports a chip area of 206 sq um.
- The minimum setup slack in the final design is 31.5 ps, for reference.
- Looking at the VDD voltage map, the peak drop is 0.0464 mV.
- The parity-gate share of the synthesized area counting xor and xnor cells is 21.2%, for reference.
- For the final routed database, the setup TNS stands at 0 ps.
- The area growth from synthesis to layout is 134%, for reference.
- According to the timing report, the arrival time at the worst endpoint equals 930 ps.
- The fraction of final layout cells sized beyond drive strength 1 is 63.5%, for reference.
- The final critical path takes up 97.4% of the cycle.
- The upper clock frequency limit is 856 MHz, for reference.
- Nets still carrying antenna violations after routing amount to 0.
- Leaving out filler cells and counting taps, the final layout contains 98.
- The initial antenna violation count was 0.
- The data required time reported for the critical path is 960 ps.
- The synthesis warning total is 0, for reference.
- Counting every instance in the synthesized netlist gives 34.
- Per the Yosys statistics, synthesis produced 34 cells.
- The HPWL after detailed placement is 657 um, for reference.
- The average cell area after synthesis is 6.07 sq um, for reference.
- The chip width is 80 um, for reference.
- The first TritonRoute pass finished after 4 iterations.
- The per-cell routed wire length is 8.40 um, for reference.
- Recorded from the global router log, the overflow total was 0.
- The stage logs contain a warning count of 34.
- The largest family of logic cells by area is AND-OR/OR-AND gates, for reference.
- The final layout contains routed wiring with a total length of 823 um.
- The DRC violation total after the first TritonRoute iteration is 39, for reference.
- Entering global routing, the biggest net connects 8 pins.
- The final hold violation count recorded for this run is 0.
- The type of the setup path with the least slack is in -> out, for reference.
- The floorplan step records an initial core utilization of 6.04%.
- The repair_antennas step left the layout with diodes totalling 0.
- Setup slack on the worst path after placement came out at -856 ps.
- Counting the clock-network buffers in the layout gives 0.
- Before any placement, the netlist area is recorded as 206 sq um.
- The last timing report of the flow puts the setup violation total at 0.
- The run finished with clean final reports.
- Per the synthesis report, the simple-gate share of the synthesized area is 9.70%.
## critical path, cell delays in order
cell     delay [ps]
buf_8           110
nor2_4          110
o22ai_4          60
a31oi_2         150
xnor2_1         140
buf_2           120
## per-stage QoR
step                total power, mW  util [%]  hold WS [ps]  cell area [sq um]
floorplan                    0.0628         -           503                210
finish                        0.173      14.1           830                483
global placement              0.156      11.9          1550                408
CTS                           0.149      12.4           818                423
global route                  0.193      14.1           881                483
detailed placement            0.156      11.9          1550                408
## layer usage
metal  routed length, um  GRT usage, %  vias up  part of all wire, %
li1                    -             -      144                    -
met1                 324          2.90      124                   39
met2                 403          3.61       13                   49
met3                  95         0.909        0                   12
met4                   0             0        0                    0
met5                   0             0        -                    0
## cell usage after synthesis
| cell type | number | share of area [%] |
|---|---|---|
| inv_1 | 3 | 5.5 |
| buf_6 | 2 | 11 |
| o22ai_1 | 2 | 6.1 |
| conb_1 | 1 | 1.8 |
| inv_2 | 1 | 1.8 |
| a31oi_1 | 1 | 3.0 |
| o21a_1 | 1 | 3.6 |
| o21ai_0 | 1 | 2.4 |
| xnor2_1 | 5 | 21 |
| buf_4 | 4 | 15 |
| nand2_1 | 2 | 3.6 |
| nor2_1 | 2 | 3.6 |
| o21ai_1 | 3 | 7.3 |
| nand3_1 | 1 | 2.4 |
| a21oi_1 | 5 | 12 |
## path summary, 6_finish.rpt
path | from | end | slack, ps | depth (start not counted)
max | F | Y[4] | 30 | 6
min | A | Y[4] | 830 | 3
## repair_timing
item / in CTS / in global routing
gates resized: 51 / 23
pin swaps: 6 / 8
cloned: 0 / 0
endpoints found under the setup margin: 8 / 6
buffers inserted: 1 / 1
## layout make-up
| cell class | instances | area [sq um] |
|---|---|---|
| fill | 405 | 2930 |
| inverter | 4 | 20.0 |
| multi-input combinational | 25 | 210 |
| tap | 46 | 57.6 |
| timing repair buffer | 23 | 195 |
## cell usage in the layout, fill, tap and decap left out, types with 2 or more instances in the layout
cell type,Yosys,routed
xnor2_2,0,2
buf_6,2,6
o21ai_2,0,3
inv_4,0,2
a21oi_1,5,5
conb_1,1,2
xnor2_1,5,3
buf_4,4,6
buf_2,0,6
## report_power, final
part / leakage (nW) / switching (mW) / internal, mW / total (mW)
Combinational: 0.212 / 0.0712 / 0.102 / 0.173
Sequential: 0 / 0 / 0 / 0
Clock: 0 / 0 / 0 / 0
## kinds of logic (layout without fill, tap and decap cells)
group | after synthesis | count (layout)
AOI/OAI and AO/OA | 13 | 13
xor gates and xnor gates | 5 | 5
buffers and inverters | 10 | 27
other | 1 | 2
and+or+nand+nor | 5 | 5
Power is estimated from default activity; no workload was simulated.
