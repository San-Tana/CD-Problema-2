==> flow/design.v <==
module COR(A, B, C, D, red, green, blue);
	input A, B, C, D;
	output [3:0] red, green, blue;
	wire nA, nB, nC, nD;
	not notA (nA, A);
	not notB (nB, B);
	not notC (nC, C);
	not notD (nD, D);
	wire f1, f2, f3, f4, f5;
	and andr00(f1, nB, C, D);
	and andr01(f2, nA, B, nC);
	and andr02(f3, A, C);
	and andr03(f4, nB, nC, nD);
	and andr04(f5, nA, B, nD);
	or orr0(red[3], f1, f2, f3, f4, f5);
	wire f6, f7, f8, f9, f10;
	and andr10(f6, nA, nB, nC, nD);
	and andr11(f7, nB, C, D);
	and andr12(f8, B, nC, D);
	and andr13(f9, A, D);
	and andr14(f10, A, B ,C);
	or orr1(red[2], f6, f7, f8, f9, f10);
	wire f11, f12, f13, f14;
	and andr20(f11, nA, nC, nD);
	and andr21(f12, C, D);
	and andr22(f13, nA, B);
	and andr23(f14, B, nD);
	or orr2(red[1], f11, f12, f13, f14);
	wire f16, f17, f18, f19;
	and andr30(f16, nB, nC, nD );
	and andr31(f17, nA, nB, C, D);
	and andr32(f18, B, nC, D);
	and andr33(f19, A, nD);
	or orr3(red[0],f16, f17, f18, f19);
	wire f20, f21, f22, f23;
	and andg00(f20, nA, D);
	and andg01(f21, A, nB, nC, nD);
	and andg02(f22, C, D);
	and andg03(f23, A, B, C);
	or org0(green[3], f20, f21, f22, f23);
	wire f24, f25, f26, f27;
	and andg10(f24, nA, nB, D);
	and andg11(f25, B, C, nD);
	and andg12(f26, A, nD);
	and andg13(f27, nB, C, D);
	or org1(green[2], f24, f25, f26, f27);
	wire f28, f29, f30, f31;
	and andg20(f28, nA, B, nC);
	and andg21(f29, A, C, nD);
	and andg22(f30, nA, nB, D);
	and andg23(f31, nB, C, D);
	or org2(green[1], f28, f29, f30, f31);
	wire f32, f33, f34, f35, f36, f37;
	and andg30(f32, nA, nB, D);
	and andg31(f33, nA, B, nC, nD);
	and andg32(f34, A, nB, nC, nD);
	and andg33(f35, A, B, D);
	and andg34(f36, A, B, C);
	and andg35(f37, nB, C, D);
	or org3(green[0], f32, f33, f34, f35, f36, f37);
	wire f38, f39, f40, f41, f42;
	and andb00(f38, nA, nB, C, nD);
	and andb01(f39, nA, B, nC, nD);
	and andb02(f40, B, C, D);
	and andb03(f41, A, nB, nC);
	and andb04(f42, A, B, C);
	or orb0(blue[3], f38, f39, f40, f41, f42);
	wire f43, f44;
	and andb10(f43, C, nD);
	and andb11(f44, A, nB);
	or orb1(blue[2], f43, f44);
	wire f45, f46, f47, f48;
	and andb20(f45, nA, C, nD);
	and andb21(f46, B, nD);
	and andb22(f47, nA, B, C);
	and andb23(f48, A, nC);
	or orb2(blue[1], f45, f46, f47, f48);
	wire f49, f50, f51;
	and andb30(f49, nA, nB, C, nD);
	and andb31(f50, A, nB, D);
	and andb32(f51, A, B, nC, nD);
	or orb3(blue[0], f49, f50, f51);
endmodule
module clock_divider(
    input wire clk_in,        
    output reg clk_out = 0    
);
    always @(posedge clk_in)
        clk_out <= ~clk_out;
endmodule
module entre_intervalo_10bit(
    input [9:0] x,
    input [9:0] inicio,
    input [9:0] fim,
    output dentro
);
    wire maior_igual_inicio;
    wire menor_que_fim;
    maior_igual_10bit comp1(
        .x(x),
        .y(inicio),
        .saida(maior_igual_inicio)
    );
    menor_10bit comp2(
        .a(x),
        .b(fim),
        .menor(menor_que_fim)
    );
    and(dentro, maior_igual_inicio, menor_que_fim);
endmodule
module igual_1bit( input a, input b, output saida);
	xnor(saida,a,b);
endmodule
module maior_igual_10bit(
    input [9:0] x,
    input [9:0] y,
    output saida
);
    wire menor_xy;
    menor_10bit comp_menor(
        .a(x),
        .b(y),
        .menor(menor_xy)
    );
    not(saida, menor_xy);
endmodule
module menor_10bit(
    input [9:0] a,
    input [9:0] b,
    output menor
);
    wire igual9, igual8, igual7, igual6, igual5, igual4, igual3, igual2, igual1, igual0;
    wire menor9, menor8, menor7, menor6, menor5, menor4, menor3, menor2, menor1, menor0;
    wire nivel8, nivel7, nivel6, nivel5, nivel4, nivel3, nivel2, nivel1, nivel0;
    igual_1bit EQ9(.a(a[9]), .b(b[9]), .saida(igual9));
    igual_1bit EQ8(.a(a[8]), .b(b[8]), .saida(igual8));
    igual_1bit EQ7(.a(a[7]), .b(b[7]), .saida(igual7));
    igual_1bit EQ6(.a(a[6]), .b(b[6]), .saida(igual6));
    igual_1bit EQ5(.a(a[5]), .b(b[5]), .saida(igual5));
    igual_1bit EQ4(.a(a[4]), .b(b[4]), .saida(igual4));
    igual_1bit EQ3(.a(a[3]), .b(b[3]), .saida(igual3));
    igual_1bit EQ2(.a(a[2]), .b(b[2]), .saida(igual2));
    igual_1bit EQ1(.a(a[1]), .b(b[1]), .saida(igual1));
    igual_1bit EQ0(.a(a[0]), .b(b[0]), .saida(igual0));
    menor_1bit M9(.a(a[9]), .b(b[9]), .saida(menor9));
    menor_1bit M8(.a(a[8]), .b(b[8]), .saida(menor8));
    menor_1bit M7(.a(a[7]), .b(b[7]), .saida(menor7));
    menor_1bit M6(.a(a[6]), .b(b[6]), .saida(menor6));
    menor_1bit M5(.a(a[5]), .b(b[5]), .saida(menor5));
    menor_1bit M4(.a(a[4]), .b(b[4]), .saida(menor4));
    menor_1bit M3(.a(a[3]), .b(b[3]), .saida(menor3));
    menor_1bit M2(.a(a[2]), .b(b[2]), .saida(menor2));
    menor_1bit M1(.a(a[1]), .b(b[1]), .saida(menor1));
    menor_1bit M0(.a(a[0]), .b(b[0]), .saida(menor0));
    and (nivel8, igual9, menor8);
    and (nivel7, igual9, igual8, menor7);
    and (nivel6, igual9, igual8, igual7, menor6);
    and (nivel5, igual9, igual8, igual7, igual6, menor5);
    and (nivel4, igual9, igual8, igual7, igual6, igual5, menor4);
    and (nivel3, igual9, igual8, igual7, igual6, igual5, igual4, menor3);
    and (nivel2, igual9, igual8, igual7, igual6, igual5, igual4, igual3, menor2);
    and (nivel1, igual9, igual8, igual7, igual6, igual5, igual4, igual3, igual2, menor1);
    and (nivel0, igual9, igual8, igual7, igual6, igual5, igual4, igual3, igual2, igual1, menor0);
    or (menor, menor9, nivel8, nivel7, nivel6, nivel5, nivel4, nivel3, nivel2, nivel1, nivel0);
endmodule
module menor_1bit(input a, b, output saida);
	wire nA;
	not (nA,a);
	and (saida,nA,b);
endmodule
module PosicoesXY(A, B, C, D, E, F, Y);
	input A, B, C, D, E, F;
	output [9:0] Y;
	wire nA, nB, nC, nD, nE, nF;
	not (nA, A);
	not (nB, B);
	not (nC, C);
	not (nD, D);
	not (nE, E);	
	not (nF, F);
	and (Y[0], 1'b0, 1'b0);
	and (Y[1], 1'b0, 1'b0);
	or (Y[2], 1'b0, A);
	or (Y[3], 1'b0, B);
	or (Y[4], 1'b0, C);
	or (Y[5], 1'b0, D);
	or (Y[6], 1'b0, E);
	or (Y[7], 1'b0, F);
	and (Y[8], 1'b0, 1'b0);
	and (Y[9], 1'b0, 1'b0);
endmodule
module quadrado_colorido_structural(
    input [9:0] x, y,
    input A, B, C, D,
	 input [5:0] sw_tamanhos,
    output [3:0] red, green, blue
);
wire dentro_x, dentro_y, dentro_quadrado;
wire [3:0] red_interno, green_interno, blue_interno;
COR cor_inst (
    .A(A), .B(B), .C(C), .D(D),
    .red(red_interno),
    .green(green_interno),
    .blue(blue_interno)
);
wire [9:0] fio_tamanhos, fio_posXY;
PosicoesXY tamanho_inst(
	.A(sw_tamanhos[0]),
	.B(sw_tamanhos[1]),
	.C(sw_tamanhos[2]),
	.D(sw_tamanhos[3]),
	.E(sw_tamanhos[4]),
	.F(sw_tamanhos[5]),
	.Y(fio_tamanhos)
	);
	PosicoesXY pos_xy(
	.A(sw_tamanhos[0]),
	.B(sw_tamanhos[1]),
	.C(sw_tamanhos[2]),
	.D(sw_tamanhos[3]),
	.E(sw_tamanhos[4]),
	.F(sw_tamanhos[5]),
	.Y(fio_posXY)
	);
wire [9:0] limite_x;
soma_10bit sumPosTamanho(
	.a(fio_posXY),
	.b(fio_tamanhos),
	.s(limite_x)
);
wire x_maior_igual_100, x_menor_300;
maior_igual_10bit maior100 (.x(x), .y(fio_posXY), .saida(x_maior_igual_100));
menor_10bit menor300 (.a(x), .b(limite_x), .menor(x_menor_300));
and (dentro_x, x_maior_igual_100, x_menor_300);
wire y_maior_igual_100, y_menor_300;
maior_igual_10bit maior100y (.x(y), .y(fio_posXY), .saida(y_maior_igual_100));
menor_10bit menor300y (.a(y), .b(limite_x), .menor(y_menor_300));
and (dentro_y, y_maior_igual_100, y_menor_300);
and (dentro_quadrado, dentro_x, dentro_y);
wire Ndentro_quadrado;
not (Ndentro_quadrado,dentro_quadrado);
and and_red0(red[0], red_interno[0], Ndentro_quadrado);
and and_red1(red[1], red_interno[1], Ndentro_quadrado);
and and_red2(red[2], red_interno[2], Ndentro_quadrado);
and and_red3(red[3], red_interno[3], Ndentro_quadrado);
and and_green0(green[0], green_interno[0], Ndentro_quadrado);
and and_green1(green[1], green_interno[1], Ndentro_quadrado);
and and_green2(green[2], green_interno[2], Ndentro_quadrado);
and and_green3(green[3], green_interno[3], Ndentro_quadrado);
and and_blue0(blue[0], blue_interno[0], Ndentro_quadrado);
and and_blue1(blue[1], blue_interno[1], Ndentro_quadrado);
and and_blue2(blue[2], blue_interno[2], Ndentro_quadrado);
and and_blue3(blue[3], blue_interno[3], Ndentro_quadrado);
endmodule
module soma_10bit(input [9:0] a, input [9:0] b, output [9:0] s);
    wire c1, c2, c3, c4, c5, c6, c7, c8, c9;
    full_adder f0(a[0], b[0], 1'b0,  s[0], c1);
    full_adder f1(a[1], b[1], c1,    s[1], c2);
    full_adder f2(a[2], b[2], c2,    s[2], c3);
    full_adder f3(a[3], b[3], c3,    s[3], c4);
    full_adder f4(a[4], b[4], c4,    s[4], c5);
	 full_adder f5(a[5], b[5], c5,    s[5], c6);
	 full_adder f6(a[6], b[6], c6,    s[6], c7);
	 full_adder f7(a[7], b[7], c7,    s[7], c8);
	 full_adder f8(a[8], b[8], c8,    s[8], c9);
	 full_adder f9(a[9], b[9], c9,    s[9],  );
endmodule
module full_adder(input a, input b, input cin, output s, output cout);
    wire s1, c1, c2, c3;
    xor(s1, a, b);
    xor(s, s1, cin);
    and(c1, a, b);
    and(c2, a, cin);
    and(c3, b, cin);
    or(cout, c1, c2, c3);
endmodule
module top_vga_structural(
    input clk,
    input [3:0] sw,  
	 input [5:0] sw_res,  
    output hsync,
    output vsync,
    output [3:0] red,
    output [3:0] green,
    output [3:0] blue
);
    wire clk25;  
    wire video_on;
    wire [9:0] x, y;
    wire [3:0] red_pixel, green_pixel, blue_pixel;
    clock_divider clk_div (
        .clk_in(clk),
        .clk_out(clk25)
    );
    vga_sync_sequencial pos_xy (
        .clk(clk25),
        .x(x),
        .y(y)
    );
	  vga_sync_estrutural sinais_vga (
        .x(x),
        .y(y),
        .hsync(hsync),
        .vsync(vsync),
        .video_on(video_on)
    );
    quadrado_colorido_structural quadrado (
        .x(x),
        .y(y),
        .A(sw[0]),
        .B(sw[1]),
        .C(sw[2]),
        .D(sw[3]),
		  .sw_tamanhos(sw_res),
        .red(red_pixel),
        .green(green_pixel),
        .blue(blue_pixel)
    );
    and and_r0(red[0], red_pixel[0], video_on);
    and and_r1(red[1], red_pixel[1], video_on);
    and and_r2(red[2], red_pixel[2], video_on);
    and and_r3(red[3], red_pixel[3], video_on);
    and and_g0(green[0], green_pixel[0], video_on);
    and and_g1(green[1], green_pixel[1], video_on);
    and and_g2(green[2], green_pixel[2], video_on);
    and and_g3(green[3], green_pixel[3], video_on);
    and and_b0(blue[0], blue_pixel[0], video_on);
    and and_b1(blue[1], blue_pixel[1], video_on);
    and and_b2(blue[2], blue_pixel[2], video_on);
    and and_b3(blue[3], blue_pixel[3], video_on);
endmodule
module vga_sync_estrutural (
    input [9:0] x,
    input [9:0] y,
    output wire hsync,
    output wire vsync,
    output wire video_on
);
	 wire hsync_dentro;
	 entre_intervalo_10bit hsyncEntre(.x(x), .inicio(10'd656), .fim(10'd752), .dentro(hsync_dentro));
	 not (hsync, hsync_dentro);
	 wire vsync_dentro;
	 entre_intervalo_10bit vsyncEntre(.x(y), .inicio(10'd490), .fim(10'd492), .dentro(vsync_dentro));
	 not (vsync, vsync_dentro);
	 wire x_dentro, y_dentro;
	 menor_10bit xmenor(.a(x), .b(10'd640), .menor(x_dentro));
	 menor_10bit ymenor(.a(y), .b(10'd480), .menor(y_dentro));
	 and (video_on,x_dentro,y_dentro);
endmodule
module vga_sync_sequencial (
    input wire clk,
    output reg [9:0] x = 0,
    output reg [9:0] y = 0
);
    localparam H_TOTAL = 800;
    localparam V_TOTAL = 525;
    always @(posedge clk) begin
        if (x < H_TOTAL - 1)
            x <= x + 1;
        else begin
            x <= 0;
            y <= (y < V_TOTAL - 1) ? y + 1 : 0;
        end
    end
endmodule
==> flow/run.sh <==
#!/bin/bash
# OpenROAD 26Q1-2900-gdf79404cd8, Yosys 0.63+post, stock flow scripts
make -C /OpenROAD-flow-scripts/flow DESIGN_CONFIG=/design/flow/config.mk WORK_HOME=/design/flow/orfs finish
==> flow/config.mk <==
export PLATFORM = sky130hd
export DESIGN_NAME = top_vga_structural
export DESIGN_NICKNAME = top_vga_structural
export VERILOG_FILES = /design/flow/design.v
export SDC_FILE = /design/flow/constraint.sdc
export NUM_CORES = 4
export LEC_CHECK = 1
export CORE_AREA = 10 10 104 104
export DIE_AREA = 0 0 114 114
==> flow/constraint.sdc <==
current_design top_vga_structural

set clk_period 5.1
set clk_io_pct 0.2

create_clock -name clk0 -period $clk_period [get_ports {clk}]

set non_clock_inputs [all_inputs -no_clocks]
set_input_delay [expr $clk_period * $clk_io_pct] -clock clk0 $non_clock_inputs
set_output_delay [expr $clk_period * $clk_io_pct] -clock clk0 [all_outputs]
==> results.txt <==
run metrics: Final Util=0.250, GR Overflow Total=0, Seq cells post-synth=21, Final Cell Area=roughly 2200 um2, DR vias/cell=between 4 and 5, sw power=0.0000223 W, FP Core Util=0.209, hpwl dp=3.14 mm, Synth async-reset ratio=0, Top logic family=simple AND/OR/NAND/NOR gates, slowest CP cell=clkdlybuf4s50_1, M2 GR Usage=0.0881, register pins left without a clock=20, met3 Use GR=0.00904, DRT Pass-1 Iters=4, largest net degree at the start of global routing=22, max-slew violations=0, switch share=0.463, Int Pwr=about 0.000026 W, CP max stage delay=~520 ps, maximum capacitance violations=0, Setup Buffers After CTS=0, startpoint types=input port, clk_skew=0 ps, TNS Setup=0 ps, count of cell types in the netlist=40, clock transition at the registers of the reported paths=0 ps, status=finished clean, vias in the first global route=1431, DRT Wirelength=3.85 mm, Via Count=around 1600, power share of the clock group=0, Main synth FF type=dfxtp_1, Post-Syn Instances=about 220, Adder-Cell Fraction of Synth Area=0.152, Logic pwr share=0.834, endpoints left unconstrained=32, sequential share of the synthesized area=0.287, Post-DP Area=2170 um2, fin crit share=0.898, Post-route DRC=0, share of cells above drive strength 1=0.0377, yosys xor share=0.0725, YS warnings=2, peak supply drop=0.0520 mV, Antenna Diode Count=0, tool warnings=28, Mapped Area=1810 um2, # setup viols final=0, die area=13000 um2, crit path DAT=3560 ps, Layout area overhead=19.5%, IO buf count=24, Basic Gates by Area=0.276, Hold-fix buffers, CTS=0, Die Wd=114 um, clk ins delay skew pair=0 ps, Yosys chip area=1810 um2, Iter 0 DRT Violations=92, Hold Path Class=reg -> reg, total track usage=0.0589, crit-path max FO=12, Final Hold Vio Count=0, die height=114 um, leakage=0.776 nW, Row Count=34, worst slew pin tran=approximately 580 ps, syn avg cell area=approximately 8.2 um2, fmax=218 MHz, overall power=between 0.00004 and 0.00005 W, aoi share=0.161, first-pass GRT wire length=6.71 mm, Core Area=between 8000 and 9000 um2, Sequential Power Share=0.166, Post-synth EDFFs=10, RD Place Congestion=about 0.82, PD cells=~22 nW/um2, Top Ports=25, routed length per placed instance=11.1 um, GRT met1 Usage=0.0917, RSZ-0062 raised after global routing=false, Mux area share=0, Cell Chain, Critical Path=clkdlybuf4s50_1 > ha_1 > a21oi_1 > a21oi_1 > a211oi_1 > nor4_4 > buf_4 > nor4b_1 > clkdlybuf4s50_1, WS Path Type=in -> out, DRT antenna net count=0, layer with the highest usage=met1, initial antenna violation count=0, CTS-repair resized insts=0, Tmin final=~4600 ps, cells in synth_stat.txt=220, crit path DRT=4080 ps, slew margin rel.=0.611, crit path capture type=primary output
==> power groups by stage <==
| stage | logic [W] | registers [W] | clock network, W |
|---|---|---|---|
| finish | 0.0000401 | 0.00000798 | 0 |
| global route | 0.0000457 | 0.00000798 | 0 |
| CTS | 0.0000401 | 0.00000798 | 0 |
==> registers in the layout (all words and copies together), names as in the netlist <==
signal and flops:
clk_div.clk_out 1, pos_xy.y 10, pos_xy.x 10
==> per-layer routing <==
metal,vias up,share of wire
met5,-,0
met4,0,0.0047
met3,2,0.073
met2,40,0.41
met1,702,0.52
li1,828,-
==> final timing paths <==
check / cells after the start / from / end / slack (ps)
hold reg to reg: 1 / clk_div.clk_out / clk_div.clk_out / 620
hold / removal: 1 / clk_div.clk_out / clk_div.clk_out / 620
setup reg to reg: 1 / clk_div.clk_out / clk_div.clk_out / 4220
setup / recovery: 9 / sw_res[2] / green[3] / 520
==> cells by family (layout without fill, tap and decap cells) <==
family | Yosys count | count (layout)
DFF | 21 | 21
AOI/OAI and AO/OA | 45 | 45
buffers and inverters | 22 | 41
xor gates and xnor gates | 15 | 15
and+or+nand+nor | 95 | 95
adders and majority gates | 22 | 22
==> final cells by class <==
class | instances | area [um2]
multi-input combinational | 177 | 1200
timing repair buffer | 26 | 255
tap | 108 | 135
sequential | 21 | 520
fill | 960 | 6510
inverter | 15 | 56.3
==> critical path, delay by kind of cell <==
kind,cells,cell delay [ps]
buffers and inverters,3,1200
AND-OR/OR-AND,3,600
AND/OR/NAND/NOR,2,400
adder cells (fa/ha/maj),1,350
==> stage by stage <==
step / instances / setup WS (ps) / hold slack (ps)
6_report: 347 / 520 / 618
5_1_grt: 347 / 266 / 709
4_1_cts: 347 / 475 / 651
3_5_place_dp: 347 / 492 / 651
3_3_place_gp: 347 / 535 / 651
2_1_floorplan: 220 / 1860 / 509
==> Yosys cell counts, drive strengths merged (6+ instances only) <==
library cell / n / area share
nand2: 14 / 0.029
nand3: 8 / 0.022
a21oi: 16 / 0.046
nand4: 7 / 0.024
a21o: 6 / 0.025
o21ai: 7 / 0.019
nor3: 8 / 0.022
ha: 22 / 0.15
nor2: 34 / 0.070
dfxtp: 11 / 0.12
edfxtp: 10 / 0.17
xnor2: 15 / 0.072
inv: 15 / 0.031
==> cells in the final DEF (no fill, tap or decap), types with 4 or more instances in the layout <==
cell type / n
nor2b_1: 5
a21oi_1: 15
nand4b_1: 4
ha_1: 22
nor2_1: 34
xnor2_1: 15
a21o_1: 6
edfxtp_1: 10
o21ai_0: 5
inv_1: 13
clkdlybuf4s50_1: 24
nand2_1: 14
nand4_1: 7
nor3_1: 8
nand3_1: 8
dfxtp_1: 11
Power and IR drop assume default switching activity.
